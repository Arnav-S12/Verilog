File: run.sh
#!/bin/bash
# OpenROAD 26Q1-2900-gdf79404cd8, Yosys 0.63+post, stock flow scripts
make -C /OpenROAD-flow-scripts/flow DESIGN_CONFIG=/design/flow/config.mk WORK_HOME=/design/flow/orfs finish
File: config.mk
export PLATFORM = sky130hd
export DESIGN_NAME = updown_counter
export DESIGN_NICKNAME = updown_counter
export VERILOG_FILES = /design/flow/design.v
export SDC_FILE = /design/flow/constraint.sdc
export NUM_CORES = 4
export LEC_CHECK = 1
export CORE_UTILIZATION = 30
File: constraint.sdc
current_design updown_counter

set clk_period 6.1
set clk_io_pct 0.2

create_clock -name clk0 -period $clk_period [get_ports {clk}]

set non_clock_inputs [all_inputs -no_clocks]
set_input_delay [expr $clk_period * $clk_io_pct] -clock clk0 $non_clock_inputs
set_output_delay [expr $clk_period * $clk_io_pct] -clock clk0 [all_outputs]
File: design.v
module segment_decoder (
    input  [3:0] digit,
    output reg [7:0] segments
);
    always @(*) begin
        case (digit)
            4'b0000:
            segments = 8'b01000000;   
        4'b0001:
            segments = 8'b11111001;   
        4'b0010:
            segments = 8'b10100100;   
        4'b0011:
            segments = 8'b10110000;   
        4'b0100:
            segments = 8'b10011001;   
        4'b0101:
            segments = 8'b10010010;   
        4'b0110:
            segments = 8'b10000010;   
        4'b0111:
            segments = 8'b11111000;   
        4'b1000:
            segments = 8'b10000000;   
        4'b1001:
            segments = 8'b10010000;   
            default: segments = 7'b11111111;  
        endcase
    end
endmodule
module updown_counter(input clk, reset,ud, output reg[3:0] out,output reg [3:0] anodes = 4'b1110 ,output [7:0]segments
    );
reg [3:0] counter_up;
reg clk_divided;
integer count;
localparam div_value = 49999999;    
always@(posedge clk) begin
	if (count == div_value) begin 
	 count=0;
	 clk_divided <= ~clk_divided;end
	else 
	begin
	count = count +1;end
end
initial out=4'b0000;
always@(posedge clk_divided)
begin 
if(reset) begin
out=4'b0000; end
else if(ud) begin   
out = out+1; end
else begin 	    
out = out-1; end  
end
segment_decoder uut(.digit(out),.segments(segments));
endmodule
==> results.txt <==
run metrics: crit start category flop, H-tree Lvls 2, Slew @ Worst Pin 586 ps, Synth Area per Inst 8.64 um2, vias in the first global route 1,400, Layout Utilization 36.5%, via count 1,632, Worst setup endpoint clk_divided, clk_skew 6.83 ps, Pre-Place Util 31.9%, Top Layout Cells 36 x dfxtp_1, 20 x nand2_1, 18 x nor2_1, clk root buf clkbuf_8, first-pass GRT wire length 6.47 mm, Reg clk slew, reported paths 70 ps, max cap viols 0, area leader, netlist dfxtp_1, RSZ-0062 raised after global routing no, dpl cells 306, CP Class reg2reg, Reg2Reg Depth 3, Via density 5.20, Syn Inst Count 225, setup tns final 0 ps, Reg-to-Reg Start count[29], clk buf depth 2, 1st-iter DRT viols 48, Hold Vio Cnt, Final 0, diodes inserted 0, pwr dens 180 nW/um2, DR WL/cell 12.0 um, CP required 6020 ps, post-route ant nets 0, initial antenna violation count 0, Fillers 606, Hold Slack 470 ps, Chip Area, Yosys 1940 um2, IO buf count 14, share of layout cells above drive strength 1 6.28%, gpl congestion 0.877, status completed, Yosys cell types 40, register pins left without a clock 4, Max Slew Vio Count 0, leakage 0.898 nW, GR Util All Layers 12.5%, Fmax 0.428 GHz, Synth top area share 37.1%, # DRC 0, die footprint 6810 um2, crit-path max FO 14, WL final 3.78 mm, DR pass1 iterations 4, Final Power 401 uW, Yosys warnings 3, Horiz. Die Dim 82.5 um, Rel. slew slack 60.8%, CP Capture Type flop, Skew-Pair Late Insertion Delay 280 ps, die y size 82.5 um, Top Ports 19, synthesis-stage register bit count 37, # rows 28, area delta synth->final 14.5%, CTS resizes 0, Post CTS Setup Buffer Count 0, Critical Path Source count[29], cts hold-fix bufs 0, GR Overflow Total 0, R2R Setup Slk 3760 ps, CTS tree built, highest-count logic cell in the final layout dfxtp_1, top cells, area dfxtp_1 37%, ha_1 5.1%, xnor2_1 5.0%, xor2_1 5.0%, nand2_1 3.9%, tool warnings 29, endpoints left unconstrained 16, R2R Path End clk_divided, Yosys Instances 225, TritonCTS Buffers 5, Seq share, synth 38.6%, Tmin final 2340 ps, period utilization 38.3%, Final Setup Violations 0, crit path DAT 2260 ps, final instance count without filler cells 314, post-detail-place hpwl 2.64 mm, Hold/Removal Path Class reg2reg, Core Region 6100 um2, largest net degree at the start of global routing 15, Synth Cell Area 1940 um2, Peak supply drop 0.128 mV
[kinds of logic (layout without fill, tap and decap cells)]
logic type | count (synthesis) | count (layout) | synth area share [%]
adder cells (fa/ha/maj) | 9 | 9 | 6.18
flip-flops | 37 | 37 | 38.6
multiplexers | 1 | 1 | 0.515
XOR/XNOR | 22 | 22 | 9.91
AND-OR/OR-AND | 35 | 35 | 10.5
buffers and inverters | 17 | 29 | 4.50
other | 2 | 4 | 0.386
AND/OR/NAND/NOR | 102 | 102 | 29.4
[metrics by stage]
stage,setup slack (ps),cell area [um2]
detailed placement,3750,2120
finish,3760,2230
global placement,3790,2120
CTS,3750,2230
floorplan,4040,1950
global route,3670,2230
[worst min path at each step]
stage           end  slack (ps)  cells after the start  startpoint
6_report  count[28]         470                      1   count[28]
5_1_grt   count[28]         490                      1   count[28]
4_1_cts    count[0]         470                      1    count[0]
[critical path: stages (launching register included)]
cell and delay (ps):
dfxtp_1 340, or4_1 530, or4_4 570, nor3_4 530
[routing by layer]
layer  global-route usage, %  part of all wire [%]  vias up  wire length [um]
met5                       0                     0        -                 0
met4                    1.90                   1.4        0                53
met3                    2.34                   5.1        7               192
met2                    19.1                    42       43              1590
met1                    19.0                    51      748              1940
li1                        -                     -      834                 -
[flip-flops by register name (all words and copies together) (netlist names)]
name	count
out	4
count	32
clk_divided	1
[synth_stat cells (all sizes together)]
cell type  number
a21oi          13
inv             6
o21a            1
nor2b           2
dfxtp          36
mux2i           1
o21ai           9
fa              1
nor4            6
clkinv          1
a31oi           3
buf             6
xor2           11
nor2           18
o31ai           7
edfxtp          1
and4            4
and3            5
or3             3
nor4b           1
or2             1
a21o            1
nand4bb         1
nand4b          1
conb            2
nand2          20
or4             9
nand3          15
xnor2          11
o211ai          1
nand4          10
clkbuf          4
ha              8
nor3            6
[area by class of cell]
| type | count | area [um2] | share of cell area [%] |
|---|---|---|---|
| Inverter | 7 | 26.3 | 1.18 |
| Sequential cell | 37 | 751 | 33.7 |
| Tap cell | 75 | 93.8 | 4.22 |
| Timing Repair Buffer | 14 | 140 | 6.30 |
| Clock inverter | 1 | 5.00 | 0.225 |
| Multi-Input combinational cell | 173 | 1110 | 50.0 |
| Clock buffer | 7 | 96.3 | 4.33 |
[report_power, final]
group | switching, mW | internal [mW]
Clock | 0.0779 | 0.102
Combinational | 0.00230 | 0.00294
Sequential | 0 | 0.216
Power is estimated from default activity; no workload was simulated.
