### /design/flow/design.v
module Multiplier_4bit (
    input  wire        clk,
    input [3:0]a,input [3:0] b,
    input  wire        rst,load,reset,
    output reg an2,an3,
    output reg [3:0] din1, din2, 
    output reg [6:0]   segments,  
    output reg [1:0]   anodes     
);
    reg [3:0] digits [1:0];     
    reg digit_select;     
    reg [14:0] refresh_counter;  
   initial begin
   an2=1;an3=1;end
always@(posedge clk) begin
if(reset) begin
  {din2,din1}=0; end
else begin
  if(load) begin
    {din2,din1}=a*b; end
    end
end
    always @(din1 or din2 ) begin
        digits[0] = din1;
        digits[1] = din2;
    end
    wire [6:0] decoded_segments;
    segment_decoder seg_dec (
        .digit(digits[digit_select]),
        .segments(decoded_segments)
    );
    always @(posedge clk or posedge rst) begin
        if (rst) begin
            refresh_counter <= 0;
            digit_select <= 0;
        end else begin
            refresh_counter <= refresh_counter + 1;
            if (refresh_counter == 25000) begin  
                refresh_counter <= 0;
                digit_select <= digit_select + 1;
                if (digit_select == 1)
                    digit_select <= 0;
            end
        end
    end
    always @(*) begin
        segments = decoded_segments;
        anodes = 2'b11;
        anodes[digit_select] = 1'b0;  
    end
endmodule
module segment_decoder (
    input  [3:0] digit,
    output reg [7:0] segments
);
    always @(*) begin
        case (digit)
            4'b0000:
            segments = 8'b01000000;   
        4'b0001:
            segments = 8'b11111001;   
        4'b0010:
            segments = 8'b10100100;   
        4'b0011:
            segments = 8'b10110000;   
        4'b0100:
            segments = 8'b10011001;   
        4'b0101:
            segments = 8'b10010010;   
        4'b0110:
            segments = 8'b10000010;   
        4'b0111:
            segments = 8'b11111000;   
        4'b1000:
            segments = 8'b10000000;   
        4'b1001:
            segments = 8'b10010000;   
            default: segments = 7'b11111111;  
        endcase
    end
endmodule
### /design/flow/run.sh
#!/bin/bash
# OpenROAD 26Q1-2900-gdf79404cd8, Yosys 0.63+post, stock flow scripts
make -C /OpenROAD-flow-scripts/flow DESIGN_CONFIG=/design/flow/config.mk WORK_HOME=/design/flow/orfs finish
### /design/flow/config.mk
export PLATFORM = sky130hd
export DESIGN_NAME = Multiplier_4bit
export DESIGN_NICKNAME = Multiplier_4bit
export VERILOG_FILES = /design/flow/design.v
export SDC_FILE = /design/flow/constraint.sdc
export NUM_CORES = 4
export LEC_CHECK = 1
export CORE_AREA = 10 10 104 104
export DIE_AREA = 0 0 114 114
### /design/flow/constraint.sdc
current_design Multiplier_4bit

set clk_period 2.9
set clk_io_pct 0.2

create_clock -name clk0 -period $clk_period [get_ports {clk}]

set non_clock_inputs [all_inputs -no_clocks]
set_input_delay [expr $clk_period * $clk_io_pct] -clock clk0 $non_clock_inputs
set_output_delay [expr $clk_period * $clk_io_pct] -clock clk0 [all_outputs]
==> impl_metrics.csv <==
group,metric,value,unit
die,io_pins,31,
setup_path,cp_cell_sequence,"dlygate4sd2_1, nand2_1, fa_1, inv_1, fa_1, ha_1, a21o_1, a21oi_2, buf_4, buf_4, a211o_1",
clocking,clock_latency,0.27,ns
setup_path,cp_num_buf_inv,4,
synthesis,synth_area,1750,sq um
die,die_x,114,um
die,chip_area,13000,sq um
sta,fmax,355,MHz
route,firstDrtPassIters,4,
synthesis,ys_seq_frac,0.320,
die,core,8680,sq um
setup_path,ff2ff_setup_slack,1.22,ns
sta,hold_viol_final,0,
finish,lay_top_cells,"22 x clkdlybuf4s50_1, 19 x nor2_1, 19 x ha_1",
clocking,clock-sinks,24,
run_status,status,"finished clean",
finish,nFillCells,936,
global_routing,grt_overflow_total,0,
sta,final_max_slew_viol_count,0,
clocking,ctsHtreeMaxLevel,1,
setup_path,cp_data_arrival_time,2.97,ns
global_routing,grt_max_degree,18,
sta,setup_viol,0,
placement,routabilityCongestion,0.856,
global_routing,grt_usage,0.0617,
flow_run,drv.max_cap_violation_count,0,
pwr,total_power,0.894,mW
synthesis,synthDistinctLibCells,41,
finish,final_area,2370,sq um
route,diodes,0,
placement,io_buffers,28,
sta,finalCritPeriodShare,0.971,
die,rows,34,
synthesis,ys_cells,189,
synthesis,synth_warnings,6,
route,num_vias,1444,
sta,whs,0.509,ns
setup_path,worstPathMaxFanout,2,
pwr,ir_worst_vdd,277,uV
setup_path,critical_path_required,3.06,ns
sta,finClkSkew,0.00726,ns
synthesis,syn_inst,189,
setup_path,startpoint_type,"primary input",
setup_path,crit_path_top_delay_cell,"fa_1",
setup_path,end_kind,"flop",
sta,worst_pin_slew,0.613,ns
finish,final_cells,339,
placement,place_hpwl,3070,um
global_routing,grt_pass1_wl,6890,um
clocking,clk_path_buf_depth,2,
route,ant_nets,0,
route,drt-total-wl,3950,um
finish,utilization,0.273,
route,viasPerCell,4.26,
setup_path,path_depth,11,
placement,placed_cell_area,2240,sq um
route,drt_iter0_drc,49,
setup_path,crit_type,"primary input to flop",
setup_path,crit_path_max_incr_delay,0.53,ns
route,drc,0,
synthesis,syn_area_per_cell,9.28,sq um
clocking,cts_tree,"yes",
global_routing,grt_pass1_vias,1447,
die,fp.dieH,114,um
synthesis,yosys_area,1750,sq um
placement,dp_cells,333,
finish,lay_top_count,"clkdlybuf4s50_1",
hold_path,min_path_cells,1,
finish,combGateArea,1180,sq um
sta,fin_crit,2.82,ns
clocking,clk_pin_slew_worst_paths,0.09,ns
pwr,p_per_area,377,nW/um^2
setup_path,ff2ff_path_depth,4,
finish,syn_to_final_growth,35.2,%
hold_path,holdCritPathClass,"flop to flop",
route,wire_per_inst,11.6,um
sta,relSlewSlack,0.590,
global_routing,antenna_found_initial,0,
finish,layout.area.seq,562,sq um
flow_run,warning_count,30,
clocking,cts_made_buffers,3,
setup_path,critical_path.top_delay_family,"adder cells",
sta,grt_setup_unrepaired,"no",
pwr,p_leak,1.07,nW
finish,drive_gt1_frac,0.160,
synthesis,synth_flop_count,24,
clocking,root_buffer,"clkbuf_8",
die,initial_core_util,0.202,
Yosys cell counts:
master / number / share of area
nor2_1: 20 / 0.043
ha_1: 19 / 0.14
dfrtp_1: 16 / 0.23
nand2_1: 14 / 0.030
and2_1: 12 / 0.043
a21oi_1: 10 / 0.029
inv_1: 10 / 0.021
mux2i_1: 9 / 0.051
dfxtp_1: 8 / 0.091
nand3_1: 7 / 0.020
xnor2_1: 7 / 0.035
xor2_1: 7 / 0.035
fa_1: 4 / 0.046
nand4_1: 4 / 0.014
o21ai_0: 4 / 0.011
buf_4: 3 / 0.013
clkbuf_1: 3 / 0.0064
nor3b_1: 3 / 0.013
a211o_1: 2 / 0.010
a21o_1: 2 / 0.0086
and3_1: 2 / 0.0071
nand2b_1: 2 / 0.0071
nor4b_1: 2 / 0.010
nor4bb_1: 2 / 0.011
a211oi_1: 1 / 0.0043
a221oi_1: 1 / 0.0050
a31oi_1: 1 / 0.0036
and3_2: 1 / 0.0043
and4_1: 1 / 0.0050
conb_1: 1 / 0.0021
mux2_2: 1 / 0.0064
nand3_2: 1 / 0.0057
nor2b_1: 1 / 0.0036
nor3_1: 1 / 0.0029
nor3_4: 1 / 0.0093
nor4_1: 1 / 0.0036
o311ai_0: 1 / 0.0050
o31ai_1: 1 / 0.0043
or2_2: 1 / 0.0036
or4_1: 1 / 0.0043
or4b_4: 1 / 0.0078
flip-flops by register name (all words and copies together) (netlist names):
register         flops
din1                 4
din2                 4
digit_select         1
refresh_counter     15
kinds of logic after synthesis:
logic type	Yosys count	share of synthesized area
AND-OR/OR-AND	23	0.0806
XOR/XNOR	14	0.0699
adder cells (fa/ha/maj)	23	0.181
buffers and inverters	16	0.0407
flip-flops	24	0.320
multiplexers	10	0.0578
other	1	0.00214
AND/OR/NAND/NOR	78	0.248
through the flow:
stage / setup TNS, ns / setup slack, ns
after floorplan: 0 / 0.0423
after global placement: -2.22 / -0.566
after detailed placement: -2.23 / -0.560
after CTS: 0 / 0.0785
after global routing: 0 / 0.00173
final: 0 / 0.0848
per-layer routing:
| layer | share of wire | vias to the layer above | global-route usage | wire length [um] |
|---|---|---|---|---|
| met5 | 0 | - | 0 | 0 |
| met4 | 0 | 0 | 0.00167 | 0 |
| met3 | 0.053 | 0 | 0.0191 | 209 |
| met2 | 0.46 | 21 | 0.0987 | 1840 |
| met1 | 0.48 | 688 | 0.0850 | 1900 |
| li1 | - | 735 | - | - |
area by class of cell:
| class | count | area share |
|---|---|---|
| clock buffers | 3 | 0.0174 |
| clock inverters | 1 | 0.0127 |
| multi-input cells | 150 | 0.499 |
| flip-flops and latches | 24 | 0.237 |
| inverters | 10 | 0.0158 |
| repair buffers | 43 | 0.161 |
| well taps | 108 | 0.0570 |
where the power goes:
| part | total [mW] | switching (mW) | internal [mW] |
|---|---|---|---|
| sequential | 0.356 | 0.0129 | 0.343 |
| combinational | 0.245 | 0.102 | 0.143 |
| clock | 0.293 | 0.108 | 0.184 |
what timing repair did:
action                                  CTS  global route
endpoints found under the setup margin    6             6
resized                                  11             9
buffers inserted                          1             1
pin swaps                                10             3
hold buffers                              0             0
worst paths after layout:
check | startpoint | endpoint
setup reg to reg | refresh_counter[12] | digit_select
setup / recovery | a[0] | din2[1]
min in group asynchronous | rst | refresh_counter[9]
hold / removal | refresh_counter[10] | refresh_counter[10]
max in group asynchronous | rst | digit_select
hold reg to reg | refresh_counter[10] | refresh_counter[10]
Power figures rest on the tool's default switching activity, not on a simulated workload.
