$ cat ./run.sh
#!/bin/bash
# OpenROAD 26Q1-2900-gdf79404cd8, Yosys 0.63+post, stock flow scripts
make -C /OpenROAD-flow-scripts/flow DESIGN_CONFIG=/design/flow/config.mk WORK_HOME=/design/flow/orfs finish
$ cat ./config.mk
export PLATFORM = sky130hd
export DESIGN_NAME = vedic_multiplier_8bit
export DESIGN_NICKNAME = vedic_multiplier_8bit
export VERILOG_FILES = /design/flow/design.v
export SDC_FILE = /design/flow/constraint.sdc
export NUM_CORES = 4
export LEC_CHECK = 1
export CORE_UTILIZATION = 50
$ cat ./constraint.sdc
current_design vedic_multiplier_8bit

set clk_period 13.7
set clk_io_pct 0.2

create_clock -name clk0 -period $clk_period [get_ports {clk}]

set non_clock_inputs [all_inputs -no_clocks]
set_input_delay [expr $clk_period * $clk_io_pct] -clock clk0 $non_clock_inputs
set_output_delay [expr $clk_period * $clk_io_pct] -clock clk0 [all_outputs]
$ cat ./design.v
module segment_decoder (
    input  [3:0] digit,
    output reg [7:0] segments
);
    always @(*) begin
        case (digit)
            4'b0000:
            segments = 8'b01000000;   
        4'b0001:
            segments = 8'b11111001;   
        4'b0010:
            segments = 8'b10100100;   
        4'b0011:
            segments = 8'b10110000;   
        4'b0100:
            segments = 8'b10011001;   
        4'b0101:
            segments = 8'b10010010;   
        4'b0110:
            segments = 8'b10000010;   
        4'b0111:
            segments = 8'b11111000;   
        4'b1000:
            segments = 8'b10000000;   
        4'b1001:
            segments = 8'b10010000;   
            default: segments = 7'b11111111;  
        endcase
    end
endmodule
module multip_2bit(input [1:0]a,b ,output [3:0]q,output [7:0] segments,output reg [3:0] anodes = 4'b1110);
wire w1,w2,w3,w4;
and (q[0], a[0], b[0]);           
    and (w1, a[1], b[0]);             
    and (w2, a[0], b[1]);             
    and (w3, a[1], b[1]);             
    xor (q[1], w1, w2);               
    and (w4, w1, w2);                 
    xor (q[2], w4, w3);               
    and (q[3], w4, w3);               
endmodule
module multi_4bit(input [3:0] a,b,output [7:0]p);
wire [3:0] w1,w2,w3,w4,w6,a1;
wire [5:0] w5,w7,a2,a3;
multip_2bit m1(.a(a[1:0]),.b(b[1:0]),.q(w1));
assign w2={2'b00,w1[3:2]};
multip_2bit m2(.a(a[3:2]),.b(b[1:0]),.q(w3));
assign a1=w2+w3;
multip_2bit m3(.a(a[1:0]),.b(b[3:2]),.q(w4));
assign w5={2'b00,w4[3:0]};
multip_2bit m4(.a(a[3:2]),.b(b[3:2]),.q(w6));
assign w7={w6[3:0],2'b00};
assign a2=w5+w7;
assign a3=a1+a2;
assign p={a3,w1[1:0]};
endmodule
`timescale 1ns / 1ps
module vedic_multiplier_8bit(
    input  wire        clk,
    input  wire        rst,
    output reg [6:0]   segments,  
    output reg [3:0]   anodes ,    
    input [7:0] a,b,
   output [15:0]p
);
    reg [3:0] digits [3:0];     
    reg [1:0] digit_select;     
    reg [14:0] refresh_counter;  
    wire [7:0] w1,w2,w3,w4,w6,a1; 
    wire [11:0] w5,w7,a2,a3; 
    multi_4bit M1(.a(a[3:0]),.b(b[3:0]),.p(w1));
    assign w2={4'b0000,w1[7:4]};
    multi_4bit M2(.a(a[7:4]),.b(b[3:0]),.p(w3));
    assign a1= w2+w3;
    multi_4bit M3(.a(a[3:0]),.b(b[7:4]),.p(w4));
    assign w5 ={4'b0000,w4[7:0]};
    multi_4bit M4(.a(a[7:4]),.b(b[7:4]),.p(w6));
    assign w7= {w6[7:0],4'b0000};
    assign a2=w5+w7;
    assign a3=a1+a2;
    assign p={a3,w1[3:0]};
    always @(p) begin
        digits[3] = p[3:0];
        digits[2] = p[7:4];
        digits[1] = p[11:8];
        digits[0] = p[15:12];
    end
    wire [6:0] decoded_segments;
    segment_decoder seg_dec (
        .digit(digits[digit_select]),
        .segments(decoded_segments)
    );
    always @(posedge clk or posedge rst) begin
        if (rst) begin
            refresh_counter <= 0;
            digit_select <= 0;
        end else begin
            refresh_counter <= refresh_counter + 1;
            if (refresh_counter == 25000) begin  
                refresh_counter <= 0;
                digit_select <= digit_select + 1;
                if (digit_select == 3)
                    digit_select <= 0;
            end
        end
    end
    always @(*) begin
        segments = decoded_segments;
        anodes = 4'b1111;
        anodes[digit_select] = 1'b0;  
    end
endmodule
==> metrics.csv <==
stage,metric,value,unit
power_and_ir_drop,power.density,134,nW/um^2
critical_path,ff2ff_path_depth,4,
critical_path,path_delay_family,adder cells,
critical_path,reg2reg_from,refresh_counter[2],
grt,grt_antenna_before_repair,0,
finish,fill_cells,662,
detailed_routing,drc,0,
worst_hold_path,whs_path_depth,1,
final_timing,setup_viol,0,
critical_path,required,10.96,ns
floorplanning,dieArea,8220,um^2
critical_path,crit_buf_inv,3,
grt,grt_pass1_vias,3065,
detailed_routing,num_vias,2995,
logic_synthesis,yosys_cells,445,
critical_path,cpMaxStageDelayCell,fa_1,
detailed_routing,wirelength,7740,um
logic_synthesis,ys.flops,17,
clock_network,cts_made_buffers,3,
critical_path,cp-start-kind,primary input,
grt,grt_use_total,21.2,%
floorplanning,die_x,90.7,um
grt,grt_max_degree,18,
clock_network,htreeDepth,1,
critical_path,end_kind,output pin,
detailed_routing,drt-wirelength-per-cell,13.2,um
final_timing,grt_setup_unrepaired,false,
logic_synthesis,area_leaders,"ha_1, fa_1, dfrtp_1",
logic_synthesis,synthCells,445,
grt,grt_overflow_total,0,
placement,place_congestion,0.882,
detailed_routing,antennaDiodeCount,0,
worst_hold_path,holdCritStartpoint,refresh_counter[0],
final_timing,skew,0.00389,ns
final_timing,hold_viol_final,0,
logic_synthesis,ys_top_cells_by_count,"ha_1, and2_1, inv_1",
critical_path,cpMostUsedCell,ha_1,
final_timing,fin_crit,13.15,ns
logic_synthesis,syn_avg_cell_area,8.84,um^2
clock_network,cts_tree,done,
floorplanning,die_y,90.7,um
clock_network,clockRootBuffer,clkbuf_8,
finish,drive_above_1_share,3.07,%
final_timing,worst_pin_slew,0.687,ns
clock_network,cts_setup_buffers,0,
run,warnings,35,
final_timing,period_used_share,96.0,%
logic_synthesis,yosys_area,3930,um^2
logic_synthesis,yosysTopAreaCell,ha_1,
power_and_ir_drop,p_leak,2.39,nW
final_timing,fmax,76.1,MHz
final_timing,tns,0,ns
logic_synthesis,synth-edff-count,0,
detailed_routing,drt-vias-per-instance,5.10,
run,maxCapViolCount,0,
power_and_ir_drop,peakVddDrop,153,uV
detailed_routing,ant_nets,0,
logic_synthesis,async_flop_share,100,%
logic_synthesis,synth_dominant_cell_count,ha_1,
critical_path,reg2reg_to,refresh_counter[13],
placement,dpl.hpwl,6540,um
final_timing,drv_slew,0,
floorplanning,num_rows,31,
finish,layout.cells.non_filler,587,
logic_synthesis,yosys_warnings,7,
critical_path,cp_max_fo,10,
grt,grt_pass1_wl,13900,um
run_status,outcome,"complete, no violations",
logic_synthesis,netlist.area_leader.share,29.3,%
clock_network,cts_hold_buffers,0,
critical_path,path_class,in2out,
worst_hold_path,whs_endpoint,refresh_counter[0],
finish,flop_area,425,um^2
critical_path,regToRegSetupSlack,11.60,ns
logic_synthesis,synth_seq_share,10.8,%
clock_network,cts_max_path_buffers,2,
clock_network,cts_sinks,17,
logic_synthesis,syn_area,3930,um^2
worst_hold_path,hold_class,reg2reg,
floorplanning,coreArea,7410,um^2
placement,port_buffers,44,
placement,numPlacedInstances,583,
clock_network,cts.clk_slew.worst_paths,0.07,ns
floorplanning,io_pins,45,
finish,synthToLayoutAreaGrowth,14.6,%
logic_synthesis,synth_cell_types,51,
detailed_routing,drt_iter0_drc,88,
finish,comb_area,3240,um^2
detailed_routing,drt_first_pass_iters,4,
final_timing,relSlewSlack,53.9,%
clock_network,clock_latency,0.25,ns
logic_synthesis,synthFlopType,dfrtp_1,
critical_path,slowest_delay,0.55,ns
critical_path,critPathArrivalTime,10.41,ns
floorplanning,fp-utilization,53.1,%
metrics by stage:
stage / instance area, um^2 / utilization [%] / power, mW / worst slack [ns] / hold slack (ns)
2_1_floorplan: 3930 / - / 0.349 / 1.94 / 0.455
3_3_place_gp: 4460 / 60.1 / 0.567 / 0.610 / 0.473
3_5_place_dp: 4460 / 60.1 / 0.563 / 0.480 / 0.475
4_1_cts: 4500 / 60.8 / 0.610 / 0.461 / 0.484
5_1_grt: 4510 / 60.9 / 0.679 / 0.0247 / 0.499
6_report: 4510 / 60.9 / 0.604 / 0.554 / 0.481
final cells by class:
class / count / area share (%)
Multi-Input combinational cell: 364 / 72.0
Timing Repair Buffer: 45 / 9.94
Sequential cell: 17 / 9.44
Inverter: 58 / 4.83
Tap cell: 99 / 2.75
Clock buffer: 3 / 0.916
Clock inverter: 1 / 0.167
worst max-delay path by stage:
stage                 from     endpoint  slack [ns]  depth (start not counted)
after global routing  a[1]  segments[4]        0.02                         29
final                 a[1]  segments[4]        0.55                         28
after CTS             a[1]  segments[4]        0.46                         29
cells in the final DEF (no fill, tap or decap), types with 16 or more instances in the layout:
cell | Yosys | layout
ha_1 | 92 | 92
and2_1 | 59 | 59
inv_1 | 58 | 58
clkdlybuf4s50_1 | 0 | 44
nor2_1 | 23 | 23
xor2_1 | 23 | 23
fa_1 | 22 | 22
xnor2_1 | 21 | 21
a21oi_1 | 21 | 21
nand2_1 | 19 | 19
dfrtp_1 | 17 | 17
a21o_1 | 16 | 16
what timing repair did:
item	CTS	global route
hold endpoints to repair	0	0
endpoints found under the setup margin	0	1
gates resized	0	1
report_power, final:
| part | internal [mW] | leakage, nW | total (mW) | switching [mW] |
|---|---|---|---|---|
| logic | 0.284 | 2.14 | 0.516 | 0.232 |
| registers | 0.0502 | 0.228 | 0.0502 | 0 |
| clock network | 0.0205 | 0.0217 | 0.0383 | 0.0178 |
| total | 0.355 | 2.39 | 0.604 | 0.249 |
cell families (layout without fill, tap and decap cells):
kind of cell | after synthesis | after routing | share of synthesized area, %
AOI/OAI and AO/OA | 61 | 61 | 10.8
adders and majority gates | 114 | 114 | 40.5
muxes | 6 | 6 | 1.56
buffers and inverters | 64 | 107 | 6.78
DFF | 17 | 17 | 10.8
xor gates and xnor gates | 44 | 44 | 9.80
and+or+nand+nor | 139 | 139 | 19.8
registers in the layout, indices dropped and copies added (netlist names):
register / flops
digit_select: 2
refresh_counter: 15
routing by layer:
| layer | routed length [um] | part of all wire [%] | vias to the layer above | track usage [%] |
|---|---|---|---|---|
| met3 | 194 | 2.5 | 2 | 1.37 |
| li1 | - | - | 1572 | - |
| met1 | 4120 | 53 | 1380 | 33.9 |
| met4 | 10 | 0.13 | 0 | 0.806 |
| met5 | 0 | 0 | - | 0 |
| met2 | 3410 | 44 | 41 | 34.4 |
Power and IR drop assume default switching activity.
